$ cat design/flow/design.v
`timescale 1ns / 1ps
module single_port_ram(data_in , ram_address,write_enable,clk,data_out);
input [7:0]data_in;
input [5:0] ram_address;
input write_enable;
input clk;
output [7:0]data_out;
reg [7:0] ram_memory[31:0];  
reg [5:0] address_register;
always @(posedge clk)
begin
if (write_enable)   
  ram_memory[ram_address] <= data_in;
else 
  address_register <= ram_address;
end
assign data_out = ram_memory[address_register];
endmodule
$ cat design/flow/run.sh
#!/bin/bash
# OpenROAD 26Q1-2900-gdf79404cd8, Yosys 0.63+post, stock flow scripts
make -C /OpenROAD-flow-scripts/flow DESIGN_CONFIG=/design/flow/config.mk WORK_HOME=/design/flow/orfs finish
$ cat design/flow/config.mk
export PLATFORM = sky130hd
export DESIGN_NAME = single_port_ram
export DESIGN_NICKNAME = single_port_ram
export VERILOG_FILES = /design/flow/design.v
export SDC_FILE = /design/flow/constraint.sdc
export NUM_CORES = 4
export LEC_CHECK = 1
export CORE_UTILIZATION = 50
$ cat design/flow/constraint.sdc
current_design single_port_ram

set clk_period 6.0
set clk_io_pct 0.2

create_clock -name clk0 -period $clk_period [get_ports {clk}]

set non_clock_inputs [all_inputs -no_clocks]
set_input_delay [expr $clk_period * $clk_io_pct] -clock clk0 $non_clock_inputs
set_output_delay [expr $clk_period * $clk_io_pct] -clock clk0 [all_outputs]
==> reports/qor.txt <==
Outcome: finished clean
YS chip area: 0.0102 mm^2
TNS Setup: 0 ps
Non-filler cells, final: 756
Final Worst Setup Slack: 1250 ps
Routed Antenna Nets: 0
Largest net degree at the start of global routing: 34
Final setup viols: 0
RSZ-0062 raised after global routing: false
Worst R2R Start: address_register[1]
Family with the most delay on the worst path: multiplexers
Vias: 4,458
DPL Wire Length: 11.7 mm
Total gr overflow: 0
Post-CTS Setup Inserts: 0
Synth Area per Inst: 23.8 um^2
Worst slew pin tran: 866 ps
CP Cell Sequence: buf_12 > mux4_2 > mux4_2 > mux2_2 > clkdlybuf4s50_1
Wire per inst: 26.1 um
Init Core Util: 51.8%
Fin crit share: 79.2%
Rows: 51
Drt first pass iters: 4
Port Buf Inserts: 22
Worst-case reg-to-reg path depth: 1
CTS buffer count: 27
Cell depth of the worst min-delay path: 1
Sink Count: 266
Slew headroom: 42.1%
Mapped cell area: 0.0102 mm^2
Tool warnings: 26
Top Layout Cells: edfxtp_1, mux4_2, nor2_1, clkbuf_16, clkdlybuf4s50_1
Min Hold Slack: 468 ps
Final hold violations: 0
Part of the Yosys area used for sequential elements: 77.7%
Buffers from clock root to sink, at most: 3
GPL Wtd Cong: 0.815
Antenna violations before repair: 0
Critical Path Sink Type: primary output
Synthesis warning total: 1
Max Cap Viol: 0
Chip height: 145 um
Syn-to-layout area delta: 14.0%
CP max FO: 33
Post-CTS Hold Fix Bufs: 0
Global-route wire length before repair: 30.1 mm
Most common cell on crit path: mux4_2
Peak VDD IR: 0.270 mV
Min cycle time layout: 4750 ps
CP arrival: 3550 ps
Worst-path clk slew: 60 ps
CP Buf/Inv Count: 2
Die X: 145 um
Worst Hold Launch: address_register[0]
WL final: 19.7 mm
GRT Total Usage: 22.4%
H-Tree Depth: 1
Pre-CTS WS: 1690 ps
Worst Path Class, Setup: reg2out
Core ar.: 0.0197 mm^2
Slowest cell on crit path: dfxtp_4
Share of layout cells above drive strength 1: 30.4%
Lkg Pwr: 3.60 nW
Max-slew violations: 0
Post-Syn Instances: 430
Distinct lib cells: 16
Number of global-route vias before repair: 5,058
FILL cells: 1,377
FF+latch count, synth: 266
Most numerous logic cell after layout: edfxtp_1
CTS root buffer: clkbuf_16
Largest stage delay on the critical path: 800 ps
Yosys Instances: 430
Clk latency late pin: 520 ps
Fmax: 210 MHz
WP data required: 4800 ps
Worst clock skew: 5.30 ps
Drt initial violations: 202
CTS tree: done
Placed instance count: 706
Power density over cell area: 345 mW/mm^2
Worst setup SP type: register
Die Footprint: 0.0210 mm^2
Worst hold path class: reg2reg
# DRC: 0
I/O Pins: 24
Resized cells post-CTS: 0
Via/cell ratio: 5.90
Worst R2R Setup Slack: 5260 ps
## synthesized netlist by cell type
| cell type | count | area, um^2 |
|---|---|---|
| clkbuf_1 | 12 | 45.0 |
| inv_1 | 1 | 3.75 |
| or3b_2 | 1 | 8.76 |
| buf_1 | 4 | 15.0 |
| nand3_1 | 2 | 10.0 |
| nand2_1 | 2 | 7.51 |
| buf_2 | 1 | 5.00 |
| buf_6 | 1 | 11.3 |
| buf_4 | 6 | 45.0 |
| edfxtp_1 | 261 | 7840 |
| dfxtp_1 | 5 | 100 |
| mux4_2 | 80 | 1800 |
| nand3b_1 | 5 | 37.5 |
| mux2_2 | 13 | 146 |
| nor2_1 | 34 | 128 |
| or3_1 | 2 | 12.5 |
## logic make-up (layout without fill, tap and decap cells)
family | Yosys count | in the layout | synth area share (%)
flip-flops | 266 | 266 | 77.7
AND/OR/NAND/NOR | 46 | 46 | 2.00
buffers and inverters | 25 | 85 | 1.22
multiplexers | 93 | 93 | 19.1
other | 0 | 1 | 0
## state kept, by name, summed over array words and instances (netlist names), named ones only
| signal | count |
|---|---|
| address_register | 5 |
| ram_memory | 256 |
## area by class of cell
type | instances | area (um^2) | share of cell area [%]
multi-input combinational | 139 | 2150 | 18.5
sequential | 266 | 7940 | 68.2
tap | 265 | 332 | 2.85
antenna | 1 | 2.50 | 0.0215
clock buffer | 33 | 698 | 6.00
inverter | 1 | 3.75 | 0.0322
timing repair buffer | 35 | 330 | 2.84
clock inverter | 16 | 181 | 1.56
## through the flow
| step | cell area (um^2) | utilization [%] | power (mW) |
|---|---|---|---|
| after floorplan | 10200 | - | 2.29 |
| after global placement | 10800 | 54.6 | 2.41 |
| after detailed placement | 10800 | 54.6 | 2.42 |
| after CTS | 11600 | 59.0 | 4.06 |
| after global routing | 11600 | 59.0 | 4.15 |
| final | 11600 | 59.0 | 4.02 |
## power by group
| group | internal (mW) | switching, mW |
|---|---|---|
| Clock | 0.996 | 0.649 |
| Combinational | 0.153 | 0.137 |
| Sequential | 2.07 | 0.0198 |
| Total | 3.22 | 0.806 |
## how the worst max path moves through the flow
stage	startpoint	end	cells past startpoint
CTS	register	data_out[6]	5
global route	register	data_out[6]	5
finish	register	data_out[6]	5
## per-layer routing
metal,global-route usage [%],share of wire (%),vias up
met4,3.40,1.9,2
met3,16.2,16,33
met2,29.6,45,252
li1,-,-,1902
met5,3.57,0.29,-
met1,35.2,37,2269
No activity file was given, so power comes from the tool's default toggle rates.
